==> design.v <==
package constants_pkg;
typedef enum logic [1:0] {
    ADD = 2'b00,
    SUB = 2'b01,
    AND = 2'b10,
    OR =  2'b11
} aluSel_e  ;
endpackage
module fetch #(
    parameter int DWIDTH=32,
    parameter int AWIDTH=32,
    parameter int BASEADDR=32'h01000000
    )(
	input logic clk,
	input logic rst,
	output logic [AWIDTH - 1:0] pc_o,
    output logic [DWIDTH - 1:0] insn_o
);
    logic [AWIDTH - 1:0] pc_q = BASEADDR;
    always_comb begin
        pc_o   = pc_q;
        insn_o = '0;  
    end
    always_ff @(posedge clk) begin
        if (rst) begin
            pc_q <= BASEADDR;
        end
        else begin
            pc_q <= pc_q + 32'd4;
        end
    end
endmodule : fetch
==> run.sh <==
#!/bin/bash
# OpenROAD 26Q1-2900-gdf79404cd8, Yosys 0.63+post, stock flow scripts
make -C /OpenROAD-flow-scripts/flow DESIGN_CONFIG=/design/flow/config.mk WORK_HOME=/design/flow/orfs finish
==> config.mk <==
export PLATFORM = sky130hd
export DESIGN_NAME = fetch
export DESIGN_NICKNAME = fetch
export VERILOG_FILES = /design/flow/design.v
export SDC_FILE = /design/flow/constraint.sdc
export NUM_CORES = 4
export LEC_CHECK = 1
export CORE_AREA = 10 10 90 90
export DIE_AREA = 0 0 100 100
==> constraint.sdc <==
current_design fetch

set clk_period 3.8
set clk_io_pct 0.2

create_clock -name clk0 -period $clk_period [get_ports {clk}]

set non_clock_inputs [all_inputs -no_clocks]
set_input_delay [expr $clk_period * $clk_io_pct] -clock clk0 $non_clock_inputs
set_output_delay [expr $clk_period * $clk_io_pct] -clock clk0 [all_outputs]
==> COMMIT_EDITMSG <==
Record implementation results from latest flow run

- Counting along the longest clock path gives a buffer depth of 2.
- Largest reg by FF count: pc_q
- Fraction of met2 tracks used by global routing: 12.29%
- In this run the power density over the cells is between 200 and 300 nW/um^2.
- Across all hold checks on the routed design, the worst slack comes to approximately 480 ps.
- Gp weighted congestion: about 0.74
- Tcrit/Tclk final: 54.04%
* Drc violations: 0
* Number of global-route vias before repair: between 1000 and 1500
- WL per Instance: 13.10 um
* Pleak: 0.7520 nW
* Placed wire-length estimate: around 3000 um
- Once the clock tree was built, the setup fixing pass inserted 0 buffers.
- Final Skew: 5.785 ps
- Met3 usage: roughly 3.1%
- Data arrival, critical path: 1290 ps
- Kind of end point of the critical path: primary output
- In this run the tightest slew margin relative to its limit is 50.46%.
* Maximum achievable frequency: between 0.4 and 0.5 GHz
- Yosys reg bits: 30
- Global routing consumed, on the met1 layer, 10.07% of the routing resources.
* Total cells reported by yosys after synthesis: 197
- Per the detailed-route log, wirelength across all metal layers totals 3997 um.
- Maximum number of pins on one net before global-route repair: 23
- Global route summary, busiest routing layer listed as met2.
- H-tree lvl count: 2
- Per the synth stats, the flop cell with the highest instance count is sky130_fd_sc_hd__dfxtp_1.
- Final Hold Violating Endpoints: 0
- Counting every instance in the synthesized netlist gives 197.
- Largest incremental delay on the critical path: 530 ps
- The post-CTS hold buffer count recorded in the log is 0.
* Maximum vdd ir drop: 141.5 uV
* First-pass GRT wire length: 6582 um
- Number of warning messages in the logs: 25
* Worst-Skew Late Latency: 280 ps
* Largest fanout of any net on the critical path: 9
- Leaving out filler cells and counting taps, the final layout contains 305.
- Gates resized during post-CTS repair numbered 0.
- First-pass iteration count of the detailed router: 4
* Clock-pin slew on the worst setup and hold paths: 60 ps
- Post-layout utilization of the core: between 30% and 40%
- Per the detail_route report, inserted antenna diodes total 0.
* Number of buffer and inverter instances along the worst setup path: 1
* Number of flip-flops in the largest register: 30
- For reference, the post-synthesis area per instance comes to 8.619 um^2.
- Per the TritonCTS log, the buffer count is 5.
- The CTS log lists the clock sinks for this run as 30.
- The worst setup path is launched from a flip-flop.
- The kind of cell with the highest combined delay along the critical path is buffers and inverters.
* Async SR Flop Fraction: 0%
- Share of the yosys chip area belonging to registers: 35.37%
* Antenna Violating Nets Remaining: 0
- Number of DRC violations after detailed-routing iteration 0: 92
- Global routing used 7.735% of the available tracks.
* Netlist area before placement: 1698 um^2
* Horizontal die size: 100 um
- I/O pin cnt: around 66
* Share of post-route cells with drive strength above 1: around a tenth
- The initialized floorplan defines 29 standard-cell rows.
* CP cell instances: clkdlybuf4s50_1
* Tally of filler cells in the layout: 631
- Number of buffers inserted by port buffering: 31
* Starting density of the core: 27.05%
- WS Path Type: flip-flop to primary output
* Number of slew-limit violations in the final report: 0
* Vias: 1384
- The number of antenna violations at the first check in global routing came to 0.
* Library cells used by synthesis: 35
* Final global-route overflow total: 0
- Result of the run: completed
* Cell chosen for the clock root: sky130_fd_sc_hd__clkbuf_8
- Maximum capacitance violations: 0
* Placeable core area: about 6300 um^2
* RSZ-0062 raised after global routing: no
- Slowest-stage cell, CP: sky130_fd_sc_hd__clkdlybuf4s50_1
* Area growth syn-to-layout: 19.53%
- CTS tree: built
- The die is approximately 100 um tall.
- Count of flip-flops with a built-in enable after synthesis: 0
- Leading registers by flop count: pc_q x30
- Yosys stat area: around 1700 um^2
* Via density: 4.538
- Final setup violation count: 0
- Number of placed cells counting well taps: 297
- STA puts the critical path data required time at just over 3000 ps.
* Transition time at the pin with the least slew margin: 736.3 ps
- Shortest clock period the worst path allows after layout: between 2000 and 2500 ps
* Floorplan die area: 10000 um^2
* Worst hold-check path type: flip-flop to flip-flop
- Total number of yosys warnings: 1
- Summed over all failing endpoints, the final setup total negative slack is 0 ps.
-- layer usage --
layer  part of all wire (%)  vias to the layer above
met5                      0                        -
met4                   0.73                        0
met3                    7.1                        5
met2                     47                       52
met1                     45                      633
li1                       -                      694
-- final cells by class --
type                            instances  area [um^2]  area share (%)
Multi-Input combinational cell        156        915.9           45.13
Sequential cell                        30        600.6           29.59
Timing Repair Buffer                   32        317.8           15.66
Tap cell                               77        96.34           4.747
Clock buffer                            7        86.33           4.254
Inverter                                2        7.507          0.3699
Clock inverter                          1        5.005          0.2466
-- through the flow --
step | setup WS (ps) | power [mW] | area, um^2
detailed placement | 1520 | 0.3498 | 1938
global placement | 1520 | 0.3499 | 1938
finish | 1747 | 0.6023 | 2029
floorplan | 2044 | 0.3622 | 1822
CTS | 1715 | 0.6165 | 2029
global route | 1659 | 0.6304 | 2029
-- synth_stat cells, drive strengths merged, types with 2 or more instances --
library cell / n / area, um^2
a21oi: 12 / 60.06
a31o: 4 / 35.03
and2: 3 / 18.77
and3: 5 / 32.53
and4: 6 / 53.80
buf: 37 / 279.0
clkbuf: 5 / 18.77
dfxtp: 30 / 600.6
inv: 2 / 7.510
mux2: 3 / 33.78
nand2: 4 / 15.01
nand2b: 3 / 18.77
nand3: 6 / 30.03
nand4: 16 / 112.6
nor2: 20 / 75.07
nor2b: 4 / 25.02
nor4: 3 / 25.02
o21ai: 6 / 30.03
o31ai: 3 / 22.52
or3: 5 / 32.53
or4: 4 / 33.78
xnor2: 4 / 35.03
xor2: 8 / 70.07
-- cells in the final DEF, fill, tap and decap left out --
| cell | n |
|---|---|
| sky130_fd_sc_hd__and3_2 | 1 |
| sky130_fd_sc_hd__inv_1 | 2 |
| sky130_fd_sc_hd__buf_4 | 1 |
| sky130_fd_sc_hd__clkdlybuf4s50_1 | 31 |
| sky130_fd_sc_hd__xnor2_1 | 4 |
| sky130_fd_sc_hd__mux2_2 | 3 |
| sky130_fd_sc_hd__and2_1 | 3 |
| sky130_fd_sc_hd__and3_1 | 4 |
| sky130_fd_sc_hd__clkbuf_1 | 1 |
| sky130_fd_sc_hd__clkbuf_8 | 6 |
| sky130_fd_sc_hd__or4_1 | 3 |
| sky130_fd_sc_hd__or3_2 | 1 |
| sky130_fd_sc_hd__nand3_1 | 6 |
| sky130_fd_sc_hd__nor4_1 | 2 |
| sky130_fd_sc_hd__nand4b_1 | 1 |
| sky130_fd_sc_hd__xor2_1 | 8 |
| sky130_fd_sc_hd__o21ai_0 | 6 |
| sky130_fd_sc_hd__nand4_1 | 14 |
| sky130_fd_sc_hd__nor4_2 | 1 |
| sky130_fd_sc_hd__dfxtp_1 | 30 |
| sky130_fd_sc_hd__o31ai_1 | 3 |
| sky130_fd_sc_hd__or3_1 | 4 |
| sky130_fd_sc_hd__and4_1 | 5 |
| sky130_fd_sc_hd__conb_1 | 34 |
| sky130_fd_sc_hd__clkinv_2 | 1 |
| sky130_fd_sc_hd__a31o_2 | 4 |
| sky130_fd_sc_hd__a21oi_1 | 12 |
| sky130_fd_sc_hd__nand2b_1 | 3 |
| sky130_fd_sc_hd__nor2_1 | 20 |
| sky130_fd_sc_hd__ha_1 | 1 |
| sky130_fd_sc_hd__or4_4 | 1 |
| sky130_fd_sc_hd__a21o_1 | 1 |
| sky130_fd_sc_hd__nand2_1 | 4 |
| sky130_fd_sc_hd__nand4_2 | 2 |
| sky130_fd_sc_hd__nor2b_1 | 4 |
| sky130_fd_sc_hd__and4_2 | 1 |
-- cell families after synthesis --
| family | share of synthesized area (%) |
|---|---|
| compound gates | 9.138 |
| fa+ha+maj | 0.7368 |
| simple gates | 28.37 |
| xor+xnor | 6.190 |
| mux | 1.990 |
| buf+inv | 17.98 |
| other cells | 0.2209 |
| flops | 35.37 |
-- where the power goes --
group | internal [mW] | switching, mW | total (mW)
sequential | 0.317 | 0.00362 | 0.321
combinational | 0.00939 | 0.0110 | 0.0204
clock | 0.146 | 0.115 | 0.261
total | 0.472 | 0.130 | 0.602
-- path summary, 6_finish.rpt --
kind,to,cells after the start,from,slack [ps]
worst min-delay path,pc_q[2],1,pc_q[2],480
worst min register to register,pc_q[2],1,pc_q[2],480
worst max register to register,pc_q[22],5,pc_q[2],1810
worst max-delay path,pc_o[4],1,pc_q[4],1750
Power figures rest on the tool's default switching activity, not on a simulated workload.
