==> ./design.v <==
package constants_pkg;
typedef enum logic [1:0] {
    ADD = 2'b00,
    SUB = 2'b01,
    AND = 2'b10,
    OR =  2'b11
} aluSel_e  ;
endpackage
parameter logic [31:0] ZERO = 32'd0;
module decode #(
    parameter int DWIDTH=32,
    parameter int AWIDTH=32
)(
	input logic clk,
	input logic rst,
	input logic [DWIDTH - 1:0] insn_i,
	input logic [DWIDTH - 1:0] pc_i,
    output logic [AWIDTH-1:0] pc_o,
    output logic [DWIDTH-1:0] insn_o,
    output logic [6:0] opcode_o,
    output logic [4:0] rd_o,
    output logic [4:0] rs1_o,
    output logic [4:0] rs2_o,
    output logic [6:0] funct7_o,
    output logic [2:0] funct3_o,
    output logic [4:0] shamt_o,
    output logic [DWIDTH-1:0] imm_o
);	
    logic [6:0] opcode;
    logic [4:0] rd, rs1, rs2, shamt;
    logic [2:0] funct3;
    logic [6:0] funct7;
    assign insn_o   = insn_i;
    assign pc_o     = pc_i;
    assign opcode   = insn_i[6:0];
    assign opcode_o = opcode;
    assign rd_o     = rd;
    assign rs1_o    = rs1;
    assign rs2_o    = rs2;
    assign funct3_o = funct3;
    assign funct7_o = funct7;
    assign shamt_o  = shamt;
    assign imm_o = '0;
    always_comb begin
        rd    = '0;
        rs1   = '0;
        rs2   = '0;
        funct3= '0;
        funct7= '0;
        shamt = '0;
        if (rst) begin
            rd    = '0;
            rs1   = '0;
            rs2   = '0;
            funct3= '0;
            funct7= '0;
            shamt = '0;
        end else begin
            unique case (opcode)
                7'b011_0011: begin
                    rd     = insn_i[11:7];
                    funct3 = insn_i[14:12];
                    rs1    = insn_i[19:15];
                    rs2    = insn_i[24:20];
                    funct7 = insn_i[31:25];
                end
                7'b001_0011: begin
                    rd     = insn_i[11:7];
                    funct3 = insn_i[14:12];
                    rs1    = insn_i[19:15];
                    if (funct3 == 3'b001 || funct3 == 3'b101) begin
                        shamt  = insn_i[24:20];
                        funct7 = insn_i[31:25];  
                    end
                end
                7'b000_0011: begin
                    rd     = insn_i[11:7];
                    funct3 = insn_i[14:12];
                    rs1    = insn_i[19:15];
                end
                7'b010_0011: begin
                    funct3 = insn_i[14:12];
                    rs1    = insn_i[19:15];
                    rs2    = insn_i[24:20];
                end
                7'b110_0011: begin
                    funct3 = insn_i[14:12];
                    rs1    = insn_i[19:15];
                    rs2    = insn_i[24:20];
                end
                7'b110_1111: begin
                    rd = insn_i[11:7];
                end
                7'b110_0111: begin
                    rd  = insn_i[11:7];
                    rs1 = insn_i[19:15];
                end
                7'b011_0111: begin
                    rd = insn_i[11:7];
                end
                7'b001_0111: begin
                    rd = insn_i[11:7];
                end
                default: begin
                end
            endcase
        end
    end
endmodule : decode
==> ./run.sh <==
#!/bin/bash
# OpenROAD 26Q1-2900-gdf79404cd8, Yosys 0.63+post, stock flow scripts
make -C /OpenROAD-flow-scripts/flow DESIGN_CONFIG=/design/flow/config.mk WORK_HOME=/design/flow/orfs finish
==> ./config.mk <==
export PLATFORM = sky130hd
export DESIGN_NAME = decode
export DESIGN_NICKNAME = decode
export VERILOG_FILES = /design/flow/design.v
export SDC_FILE = /design/flow/constraint.sdc
export NUM_CORES = 4
export LEC_CHECK = 1
export CORE_AREA = 10 10 85 85
export DIE_AREA = 0 0 95 95
==> ./constraint.sdc <==
current_design decode

set clk_period 3.8
set clk_io_pct 0.2

create_clock -name clk0 -period $clk_period

set non_clock_inputs [all_inputs -no_clocks]
set_input_delay [expr $clk_period * $clk_io_pct] -clock clk0 $non_clock_inputs
set_output_delay [expr $clk_period * $clk_io_pct] -clock clk0 [all_outputs]
==> Changelog: implementation <==
## Implementation

- Crit path required time: 3.04 ns
- Yosys top cell area share: 68.3%
- Mapped Area: 0.00113 mm^2
- Cts hold-fix bufs: 0
- Dominant logic cell type in the layout: clkdlybuf4s50_1
- Status: completed
- Largest net degree at the start of global routing: 10
- Cycle use final: 95.4%
- Clock Buffer Count: 0
- Syn Inst Count: 162
- Share of cells above drive strength 1: 3.59%
- Tmin final: 3.63 ns
- Total global routing track utilization: 7.57%
- Setup ws final: 0.175 ns
- Chip area line of the yosys report: 0.00113 mm^2
- Setup_tns: 0 ns
- Worst Setup End Kind: primary output
- Dpl cell area: 0.00161 mm^2
- Design Power: 0.104 mW
- Sequential cell count: 0
- Detail Placement HPWL: 3620 um
- DR vias/cell: 3.53
- Post-layout util: 29.5%
- WL final: 3890 um
- Yosys warns: 1
- FF+latch area: 0 um^2
- Drt drc: 0
- Port Buffers: 102
- Top-Level Pins: 199
- RePlAce Congestion: 0.800
- Design area: 0.00161 mm^2
- Most numerous logic cells after layout: clkdlybuf4s50_1, conb_1, and3_1, and2_1, nand2_1
- Final setup violation count: 0
- Core area: 0.00547 mm^2
- Leading area contributor after synthesis: buf_4
- WS Path Type: input port to primary output
- Routed Antenna Nets: 0
- Hold WC Path Type: input port to primary output
- Dpl ws: 0.132 ns
- Slew HR: 64.0%
- Final Hold Vio Count: 0
- Die y size: 95 um
- Avg Inst Size Synth: 6.99 um^2
- Post-CTS Setup Repair Bufs: 0
- Slew @ Worst Pin: 0.539 ns
- Worst Path Max Fanout: 5
- Total number of vias: 943
- Slew Limit Fails: 0
- Max Freq: 276 MHz
- Power Density: 64.4 mW/mm^2
- Tool warning count: 33
- Initial antenna violation count: 0
- Critical Path Start Type: input port
- DIE AREA: 0.00903 mm^2
- Number of global-route vias before repair: 1,031
- Peak supply drop: 21.0 uV
- Area growth syn-to-layout: 42.4%
- Total gr overflow: 0
- Top cells by area: buf_4, and2_1, and3_1, nor4_1, nand2_1
- Die Wd: 95 um
- Cell Type Count: 19
- Drt wl/cell: 14.6 um
- Rows: 27
- FP Util: 20.7%
- DR pass1 iterations: 4
- Maxcap violations: 0
- Yosys Instances: 162
- Seq share, synth: 0%
- Crit path DAT: 2.87 ns
- First-pass GRT wire length: 5550 um
- Drt first-iter violations: 15
- RSZ-0062 raised after global routing: no
- Leakage: 0.683 nW
- Resized cells post-CTS: 0
- Diode count: 0
-- Yosys cell counts, types with 2 or more instances --
library cell and count:
and2_1 10, and3_1 10, buf_4 103, inv_1 6
nand2_1 8, nand2b_1 2, nor2_1 7, nor4_1 5
-- stage by stage --
| step | instances | hold WS, ns |
|---|---|---|
| after floorplan | 193 | 1.57 |
| after global placement | 267 | 1.52 |
| after detailed placement | 267 | 1.52 |
| after CTS | 267 | 1.52 |
| after global routing | 267 | 1.52 |
| final | 267 | 1.52 |
-- path summary, 6_finish.rpt --
check | startpoint | end | slack (ns) | cells after the start
max | insn_i[3] | shamt_o[0] | 0.17 | 5
min | pc_i[12] | pc_o[12] | 1.52 | 0
-- critical path, cell delays in order --
cell	delay, ns
clkdlybuf4s50_1	0.46
nand4bb_4	0.30
or4b_4	0.56
nor4_1	0.25
clkdlybuf4s50_1	0.53
-- area by class of cell --
type / instances / area [um^2]
Multi-Input combinational cell: 83 / 449
Fill cell: 602 / 3860
Inverter: 6 / 22.5
Tap cell: 72 / 90.1
Timing Repair Buffer: 106 / 1050
-- metal layers --
| metal | track usage (%) | vias to the layer above | part of all wire, % |
|---|---|---|---|
| li1 | - | 451 | - |
| met1 | 8.53 | 399 | 35 |
| met2 | 13.4 | 85 | 48 |
| met3 | 3.04 | 8 | 16 |
| met4 | 0.998 | 0 | 0.90 |
| met5 | 0 | - | 0 |
-- cell families (layout without fill, tap and decap cells) --
| family | Yosys count | in the layout | synth area share (%) |
|---|---|---|---|
| AND-OR/OR-AND | 4 | 4 | 3.43 |
| buffers and inverters | 110 | 112 | 70.6 |
| other | 1 | 32 | 0.331 |
| AND/OR/NAND/NOR | 47 | 47 | 25.6 |
-- power by group --
| group | internal, mW | total, mW | switching (mW) |
|---|---|---|---|
| clock network | 0 | 0 | 0 |
| logic | 0.0743 | 0.104 | 0.0295 |
| registers | 0 | 0 | 0 |
| total | 0.0743 | 0.104 | 0.0295 |
Power is estimated from default activity; no workload was simulated.
