===== flow/design.v =====
package constants_pkg;
typedef enum logic [1:0] {
    ADD = 2'b00,
    SUB = 2'b01,
    AND = 2'b10,
    OR =  2'b11
} aluSel_e  ;
endpackage
parameter logic [31:0] ZERO = 32'd0;
module control #(
	parameter int DWIDTH=32
)(
    input logic [DWIDTH-1:0] insn_i,
    input logic [6:0] opcode_i,
    input logic [6:0] funct7_i,
    input logic [2:0] funct3_i,
    output logic pcsel_o,
    output logic immsel_o,
    output logic regwren_o,
    output logic rs1sel_o,
    output logic rs2sel_o,
    output logic memren_o,
    output logic memwren_o,
    output logic [1:0] wbsel_o,
    output logic [3:0] alusel_o
);
    localparam logic [6:0] OPC_RTYPE  = 7'b011_0011;
    localparam logic [6:0] OPC_ITYPE  = 7'b001_0011;
    localparam logic [6:0] OPC_LOAD   = 7'b000_0011;
    localparam logic [6:0] OPC_STORE  = 7'b010_0011;
    localparam logic [6:0] OPC_BRANCH = 7'b110_0011;
    localparam logic [6:0] OPC_JAL    = 7'b110_1111;
    localparam logic [6:0] OPC_JALR   = 7'b110_0111;
    localparam logic [6:0] OPC_LUI    = 7'b011_0111;
    localparam logic [6:0] OPC_AUIPC  = 7'b001_0111;
    localparam logic [1:0] WB_OFF = 2'b00;
    localparam logic [1:0] WB_ALU = 2'b01;
    localparam logic [1:0] WB_MEM = 2'b10;
    localparam logic [1:0] WB_PC4 = 2'b11;
    localparam logic [3:0] ALU_ADD  = 4'h0;
    localparam logic [3:0] ALU_SUB  = 4'h1;
    localparam logic [3:0] ALU_AND  = 4'h2;
    localparam logic [3:0] ALU_OR   = 4'h3;
    localparam logic [3:0] ALU_XOR  = 4'h4;
    localparam logic [3:0] ALU_SLL  = 4'h5;
    localparam logic [3:0] ALU_SRL  = 4'h6;
    localparam logic [3:0] ALU_SRA  = 4'h7;
    localparam logic [3:0] ALU_SLT  = 4'h8;
    localparam logic [3:0] ALU_SLTU = 4'h9;
    localparam logic [6:0] FUNCT7_STD = 7'h00;
    localparam logic [6:0] FUNCT7_ALT = 7'h20;
    always_comb begin : control_comb
        pcsel_o   = 1'b0;      
        immsel_o  = 1'b0;      
        regwren_o = 1'b0;
        rs1sel_o  = 1'b0;      
        rs2sel_o  = 1'b0;      
        memren_o  = 1'b0;
        memwren_o = 1'b0;
        wbsel_o   = WB_OFF;
        alusel_o  = ALU_ADD;
        unique case (opcode_i)
            OPC_RTYPE: begin
                regwren_o = 1'b1;
                wbsel_o   = WB_ALU;
                rs1sel_o  = 1'b0;
                rs2sel_o  = 1'b0;
                immsel_o  = 1'b0;
                unique case (funct3_i)
                    3'h0: begin
                        if      (funct7_i == FUNCT7_STD) alusel_o = ALU_ADD;  
                        else if (funct7_i == FUNCT7_ALT) alusel_o = ALU_SUB;  
                        else                              alusel_o = ALU_ADD;
                    end
                    3'h1: alusel_o = ALU_SLL;
                    3'h2: alusel_o = ALU_SLT;
                    3'h3: alusel_o = ALU_SLTU;
                    3'h4: alusel_o = ALU_XOR;
                    3'h5: begin
                        if      (funct7_i == FUNCT7_STD) alusel_o = ALU_SRL;  
                        else if (funct7_i == FUNCT7_ALT) alusel_o = ALU_SRA;  
                        else                              alusel_o = ALU_SRL;
                    end
                    3'h6: alusel_o = ALU_OR;
                    3'h7: alusel_o = ALU_AND;
                    default: alusel_o = ALU_ADD;
                endcase
            end
            OPC_ITYPE: begin
                regwren_o = 1'b1;
                wbsel_o   = WB_ALU;
                immsel_o  = 1'b1;
                rs1sel_o  = 1'b0;
                rs2sel_o  = 1'b1;
                unique case (funct3_i)
                    3'h0: alusel_o = ALU_ADD;    
                    3'h2: alusel_o = ALU_SLT;    
                    3'h3: alusel_o = ALU_SLTU;   
                    3'h4: alusel_o = ALU_XOR;    
                    3'h6: alusel_o = ALU_OR;     
                    3'h7: alusel_o = ALU_AND;    
                    3'h1: alusel_o = ALU_SLL;    
                    3'h5: begin                  
                        if      (insn_i[31:25] == FUNCT7_STD) alusel_o = ALU_SRL;
                        else if (insn_i[31:25] == FUNCT7_ALT) alusel_o = ALU_SRA;
                        else                                   alusel_o = ALU_SRL;
                    end
                    default: alusel_o = ALU_ADD;
                endcase
            end
            OPC_LOAD: begin
                regwren_o = 1'b1;
                wbsel_o   = WB_MEM;
                immsel_o  = 1'b1;
                rs1sel_o  = 1'b0;
                rs2sel_o  = 1'b1;
                memren_o  = 1'b1;
                alusel_o  = ALU_ADD;  
            end
            OPC_STORE: begin
                regwren_o = 1'b0;
                wbsel_o   = WB_OFF;
                immsel_o  = 1'b1;
                rs1sel_o  = 1'b0;
                rs2sel_o  = 1'b1;
                memwren_o = 1'b1;
                alusel_o  = ALU_ADD;  
            end
            OPC_BRANCH: begin
                regwren_o = 1'b0;
                wbsel_o   = WB_OFF;
                immsel_o  = 1'b1;
                rs1sel_o  = 1'b1;    
                rs2sel_o  = 1'b1;    
                alusel_o  = ALU_ADD;
                pcsel_o   = 1'b0;    
            end
            OPC_JAL: begin
                regwren_o = 1'b1;
                wbsel_o   = WB_PC4;
                immsel_o  = 1'b1;
                rs1sel_o  = 1'b1;    
                rs2sel_o  = 1'b1;    
                alusel_o  = ALU_ADD;
                pcsel_o   = 1'b1;    
            end
            OPC_JALR: begin
                regwren_o = 1'b1;
                wbsel_o   = WB_PC4;
                immsel_o  = 1'b1;
                rs1sel_o  = 1'b0;    
                rs2sel_o  = 1'b1;    
                alusel_o  = ALU_ADD;
                pcsel_o   = 1'b1;    
            end
            OPC_LUI: begin
                regwren_o = 1'b1;
                wbsel_o   = WB_ALU;
                immsel_o  = 1'b1;
                rs1sel_o  = 1'b0;    
                rs2sel_o  = 1'b1;
                alusel_o  = ALU_ADD;
                pcsel_o   = 1'b0;
            end
            OPC_AUIPC: begin
                regwren_o = 1'b1;
                wbsel_o   = WB_ALU;
                immsel_o  = 1'b1;
                rs1sel_o  = 1'b1;    
                rs2sel_o  = 1'b1;    
                alusel_o  = ALU_ADD;
                pcsel_o   = 1'b0;    
            end
            default: begin
            end
        endcase
    end
endmodule : control

===== flow/run.sh =====
#!/bin/bash
# OpenROAD 26Q1-2900-gdf79404cd8, Yosys 0.63+post, stock flow scripts
make -C /OpenROAD-flow-scripts/flow DESIGN_CONFIG=/design/flow/config.mk WORK_HOME=/design/flow/orfs finish

===== flow/config.mk =====
export PLATFORM = sky130hd
export DESIGN_NAME = control
export DESIGN_NICKNAME = control
export VERILOG_FILES = /design/flow/design.v
export SDC_FILE = /design/flow/constraint.sdc
export NUM_CORES = 4
export LEC_CHECK = 1
export CORE_AREA = 10 10 70 70
export DIE_AREA = 0 0 80 80

===== flow/constraint.sdc =====
current_design control

set clk_period 2.7
set clk_io_pct 0.2

create_clock -name clk0 -period $clk_period

set non_clock_inputs [all_inputs -no_clocks]
set_input_delay [expr $clk_period * $clk_io_pct] -clock clk0 $non_clock_inputs
set_output_delay [expr $clk_period * $clk_io_pct] -clock clk0 [all_outputs]

==> results.txt <==
run metrics: outcome=completed, Post-DP HPWL=approximately 1.3 mm, Worst EP required=approximately 2.2 ns, Seq share, synth=0%, placer congestion estimate=0.785, kind of critical path=primary input to output pin, largest net degree at the start of global routing=9, Max IR drop VDD=between 0.00003 and 0.00004 V, Hold Vio Cnt, Final=0, DR top layer=met3, total number of vias=522, CLK BUF=0, port bufs=37, CP max FO=4, routed len/inst=11.4 microns, Buf/Inv on CP=2, # diodes=0, Tot Pwr=approximately 83 uW, Adder Share, Synth=0%, I/O pin total=between 60 and 70, RSZ-0062 raised after global routing=no, global-route wire length before repair=roughly 2.4 mm, Worst-Margin Slew=0.332 ns, WL met2=561 microns, Fin Setup TNS=0 ns, vias per inst=roughly 3.8, tightest hold margin=about 1.6 ns, most used cell, CP=clkdlybuf4s50_1, CORE AREA=3420 sq um, final worst-path cycle share=a little under 100%, FF+latch count=0, Area Overhead vs Synth=196%, Top non-seq family=simple AND/OR/NAND/NOR gates, Final setup viols=0, YS warnings=1, Crit path max-delay family=buffers and inverters, stages on the worst setup path=5, simple share=between 50% and 60%, WHS Path Cells=4, most instantiated logic cells after routing=clkdlybuf4s50_1, buf_4, dlygate4sd2_1, nor2_1, a21oi_1, slowest stage delay, CP=~0.47 ns, Cell Type Count=24, vias in the first global route=~540, Synth Area in Compound Gates=around 36%, Post-Syn Instances=~44, Hold Path Class=primary input to output pin, Setup crit start kind=primary input, GR Overflow Total=0, Worst setup EP type=output pin, final worst path period need=about 2.6 ns, Register Area=0 sq um, overall die width=80 microns, Die Area=6400 sq um, worst path cell trace=clkdlybuf4s50_1 -> and4bb_2 -> nand3b_1 -> nor2_1 -> clkdlybuf4s50_1, ys cells=around 44, Log Warnings=57, initial antenna violation count=0, Post-DRT Antenna Nets=0, TritonRoute pass-1 iters=2, slew margin rel.=around 78%, die y size=80 microns, Syn Area/Cell=around 6.4 sq um, number of DRC markers in iteration 0=20, Post-Route WL=about 1.6 mm, cell area after synthesis=282 sq um, Leak=0.350 nW, Chip Area, Yosys=around 280 sq um, MUX share of area=0%, # rows=21, critical path data arrival time=2.06 ns, drt drc=0, max_cap viols=0, PwrDens=approximately 100 nW/um^2, Initial Util=under 10%, DRT met1 WL=~770 microns, slowest CP cell=clkdlybuf4s50_1, fmax=roughly 380 MHz, layout cells sized above 1=approximately a quarter, total track usage=under 10%, Slew Viols, Final=0, Synth Area in XOR/XNOR=3.11%, metal3 WL=between 200 and 250 microns, most frequent logic cell in the layout=clkdlybuf4s50_1
[logic make-up (layout without fill, tap and decap cells)]
group           Yosys count  after routing
simple gates             23             23
compound gates           16             16
buf+inv                   4             51
xor+xnor                  1              1
[repair_timing]
item                                    CTS  global route
gates resized                            20             4
endpoints found under the setup margin   10             4
hold endpoints to repair                  0             0
buffers inserted                          2             1
hold buffers                              0             0
pin swaps                                 4             3
[routing by layer]
layer	global-route usage, %	up-vias
met5	0	-
met4	0	0
met1	6.26	223
met2	6.26	27
li1	-	272
met3	2.39	0
[worst min-delay path: stages]
cell            delay, ns
dlygate4sd2_1        0.23
buf_6                0.13
o22ai_1              0.06
dlymetal6s2s_1       0.13
[through the flow]
step	worst slack, ns	area [sq um]	cells	utilization, %
after floorplan	0.839	282	44	-
after global placement	-0.161	762	134	22.3
after detailed placement	-0.162	762	134	22.3
after CTS	0.0348	815	136	23.8
after global routing	0.0155	832	137	24.4
final	0.0950	832	137	24.4
[layout make-up]
| type | instances | area [sq um] |
|---|---|---|
| fillers | 391 | 2580 |
| inverters | 3 | 11.3 |
| multi-input cells | 40 | 313 |
| well taps | 46 | 57.6 |
| repair buffers | 48 | 450 |
[worst paths after layout]
path | startpoint | slack [ns] | to
setup / recovery | opcode_i[1] | 0.1 | alusel_o[1]
hold / removal | opcode_i[4] | 1.62 | wbsel_o[1]
[power by group]
part / total (mW) / switching (mW) / internal, mW
clock: 0 / 0 / 0
combinational: 0.0829 / 0.0299 / 0.0530
sequential: 0 / 0 / 0
total: 0.0829 / 0.0299 / 0.0530
[cell usage after synthesis]
cell type / instances / share of area (%)
o21ai_0: 3 / 5.3
and3b_1: 1 / 3.1
nor4b_1: 2 / 6.2
nor4_1: 2 / 4.4
and4bb_2: 2 / 8.9
buf_4: 1 / 2.7
nor3b_1: 1 / 2.7
nor2_1: 7 / 9.3
o32ai_1: 1 / 3.1
and2b_2: 1 / 3.1
a311oi_1: 1 / 3.1
a221oi_1: 1 / 3.1
or3b_1: 1 / 3.1
xor2_1: 1 / 3.1
nand2_1: 2 / 2.7
a21oi_1: 5 / 8.9
a211oi_1: 2 / 5.3
o31ai_1: 1 / 2.7
nand3b_1: 2 / 5.3
nand4b_1: 1 / 3.1
nand3_1: 1 / 1.8
a21o_1: 1 / 2.7
inv_1: 3 / 4.0
o22ai_1: 1 / 2.2
Power and IR drop assume default switching activity.
